`design/flow/design.v`:
```
module fsm (
    input  wire       RX_IN,
    input  wire       PAR_EN,
    input  wire [3:0] edge_cnt,
    input  wire [3:0] bit_cnt,
    input  wire       par_err,
    input  wire       strt_glith,
    input  wire       stp_err,
    input  wire       clk, rst,
    output reg        dat_samp_en,
    output reg        enaple,
    output reg        deser_en,
    output reg        par_chk_en,
    output reg        strt_chk_en,
    output reg        stp_chk_en,
    output reg        data_valid
);
reg [5:0] IDLE   = 'b000001;
reg [5:0] START  = 'b000010;
reg [5:0] DATA   = 'b000100;
reg [5:0] PARITY = 'b001000;
reg [5:0] STOP   = 'b010000;
reg [5:0] OUTPUT = 'b100000;
reg [5:0] current;
reg [5:0] next;
reg       data_valid_reg;
always @(posedge clk or negedge rst) begin
    if(!rst)
    begin
        current    <= IDLE;
        data_valid <= 'b0;
    end
    else
    begin
        current <= next;
        data_valid <= data_valid_reg;
    end
end
always @(*) begin
    case(current)
        IDLE : begin
            if(RX_IN == 'b0)
            begin
                next = START;
            end
            else
            begin
                next = IDLE;
            end
        end
        START : begin
            if(bit_cnt == 'b0)
            begin
                if(strt_glith == 'b1)
                begin
                    next = IDLE;
                end
                else
                begin
                    next = START;
                end
            end
            else
            begin
                next = DATA;
            end
        end
        DATA : begin
            if(bit_cnt >= 'd1 && bit_cnt <= 'd8)
            begin
                next = DATA;
            end
            else
            begin
                if(!PAR_EN)
                begin
                    next = STOP;
                end
                else
                begin
                    next = PARITY;
                end
            end
        end
        PARITY : begin
            if(bit_cnt == 'd9)
            begin
                if(par_err)
                begin
                    next = IDLE;
                end
                else
                begin
                    next = PARITY;
                end
            end
            else
            begin
                next = STOP;
            end
        end
        STOP : begin
            if(bit_cnt == 'd9 || bit_cnt == 'd10)
            begin
                if(stp_err)
                begin
                    next = IDLE;
                end
                else
                begin
                    next = STOP;
                end
            end
            else
            begin
                next = OUTPUT;
            end
        end
        OUTPUT : begin
            next = IDLE;
        end
    endcase
end
always @(*) begin
    dat_samp_en     = 'b0;
    enaple          = 'b0;
    deser_en        = 'b0;
    par_chk_en      = 'b0;
    strt_chk_en     = 'b0;
    stp_chk_en      = 'b0;
    data_valid_reg  = 'b0;
    case(current)
        IDLE : begin
            dat_samp_en     = 'b0;
            enaple          = 'b0;
            deser_en        = 'b0;
            par_chk_en      = 'b0;
            strt_chk_en     = 'b0;
            stp_chk_en      = 'b0;
            data_valid_reg  = 'b0;
        end
        START : begin
            dat_samp_en = 'b1;
            enaple      = 'b1;
            if(edge_cnt == 'h9)
            begin
                strt_chk_en = 'b1;
            end
            else
            begin
                strt_chk_en = 'b0;
            end
        end
        DATA : begin
            dat_samp_en = 'b1;
            enaple      = 'b1;
            if(edge_cnt == 'h9)
            begin
                deser_en = 'b1;
            end
            else
            begin
                deser_en = 'b0;
            end
        end
        PARITY : begin
            dat_samp_en = 'b1;
            enaple      = 'b1;
            if(edge_cnt == 'h9)
            begin
                par_chk_en = 'b1;
            end
            else
            begin
                par_chk_en = 'b0;
            end
        end
        STOP : begin
            dat_samp_en = 'b1;
            enaple      = 'b1;
            if(edge_cnt == 'h9)
            begin
                stp_chk_en = 'b1;
            end
            else
            begin
                stp_chk_en = 'b0;
            end
        end
        OUTPUT : begin
            data_valid_reg = 'b1;
        end
    endcase
end
endmodule
module uart_rx (
    input wire        RX_IN,
    input wire        PAR_EN,
    input wire        PAR_TYP,
    input wire        clk, rst,
    output wire       data_valid,
    output wire [7:0] P_DATA
);
wire       dat_samp_en;
wire [3:0] edge_cnt;
wire [3:0] bit_cnt;
wire       enaple;
wire       deser_en;
wire       stp_err;
wire       stp_chk_en;
wire       strt_glith;
wire       strt_chk_en;
wire       par_err;
wire       par_chk_en;
wire       sampled_bit;
fsm FSM             (RX_IN, PAR_EN, edge_cnt, bit_cnt, par_err, strt_glith, stp_err, clk, rst, dat_samp_en, enaple, deser_en, par_chk_en, strt_chk_en, stp_chk_en, data_valid);
edge_bit_counter EDG(clk, rst, enaple, bit_cnt, edge_cnt);
sampler SAM         (RX_IN, dat_samp_en, clk, rst, edge_cnt, sampled_bit);
deserializer DES    (sampled_bit, deser_en, clk, rst, P_DATA);
par_chk PAR         (par_chk_en, sampled_bit, P_DATA, PAR_TYP, par_err);
strt_chk STR        (strt_chk_en, sampled_bit, strt_glith);
stp_chk STP         (stp_chk_en, sampled_bit, stp_err);
endmodule
module edge_bit_counter (
    input wire clk, rst,
    input wire enaple,
    output reg  [3:0] bit_cnt,
    output reg  [3:0] edge_cnt
);
reg [7:0] counter;
always @(posedge clk or negedge rst) begin
    if(!rst)
    begin
        counter <= 'b0;
    end
    else if(enaple)
    begin
        counter <= counter + 'b1;
    end
    else
    begin
        counter <= 'b0;
    end
end
always @(*) begin
    bit_cnt  = counter[7:4];
    edge_cnt = counter[3:0];
end
endmodule
module sampler (
    input wire RX_IN,
    input wire dat_samp_en,
    input wire clk, rst,
    input wire [3:0] edge_cnt,
    output reg sampled_bit
);
reg [2:0] zero_counter;
reg [2:0] ones_counter;
reg [2:0] zero_reg;
reg [2:0] ones_reg;
always @(posedge clk or negedge rst) begin
    if(!rst)
    begin
        zero_counter <= 'b0;
        ones_counter <= 'b0;
    end
    else
    begin
        zero_counter <= zero_reg;
        ones_counter <= ones_reg;
    end
end
always @(*) begin
    if(dat_samp_en == 'b1)
    begin
        if(edge_cnt == 'd6 || edge_cnt == 'd7|| edge_cnt == 'd8)
            if(RX_IN == 'b1)
                begin
                    ones_reg = ones_counter + 'b1;
                    zero_reg = zero_counter + 'b0;
                end
            else
                begin
                    ones_reg = ones_counter + 'b0;
                    zero_reg = zero_counter + 'b1;
                end
        else
        begin
            ones_reg = 'b0;
            zero_reg = 'b0;
        end
    end
    else
    begin
        ones_reg = 'b0;
        zero_reg = 'b0;
    end
end
always @(*) begin
    if(edge_cnt >= 9)
    begin
        if(ones_counter > zero_counter)
        begin
            sampled_bit = 'b1;
        end
        else
        begin
            sampled_bit = 'b0;
        end
    end
    else
    begin
        sampled_bit = 'b0;
    end
end
endmodule
module par_chk (
    input  wire par_chk_en,
    input  wire sampled_bit,
    input  wire [7:0] P_DATA,
    input  wire PAR_TYP,
    output reg  par_err
);
reg       par_right_reg;
always @(*) begin
    if(!PAR_TYP)
    begin
        par_right_reg = ^(P_DATA);
    end
    else
    begin
        par_right_reg = ~(^(P_DATA));
    end        
end
always @(*) begin
    if(par_chk_en == 'b1 && sampled_bit == par_right_reg)
    begin
        par_err = 'b0;
    end
    else if(par_chk_en == 'b1 && sampled_bit != par_right_reg)
    begin
        par_err = 'b1;
    end
    else
    begin
        par_err = 'b0;
    end
end
endmodule
module deserializer (
    input   wire sampled_bit,
    input   wire deser_en,
    input   wire clk, rst,
    output  reg  [7:0]P_DATA
);
reg [3:0] counter;
always @(posedge clk or negedge rst) begin
    if(!rst)
    begin
        P_DATA <= 'b0;
    end
    else if(deser_en)
    begin
        P_DATA <= {P_DATA[6:0],sampled_bit};
    end
end
endmodule
module strt_chk (
    input  wire strt_chk_en,
    input  wire sampled_bit,
    output reg  strt_glith
);
always @(*) begin
    if(strt_chk_en)
    begin
        if(sampled_bit == 'b0)
        begin
            strt_glith = 'b0;
        end
        else
        begin
            strt_glith = 'b1;
        end
    end
    else
    begin
        strt_glith = 'b0;
    end
end
endmodule
module stp_chk (
    input  wire stp_chk_en,
    input  wire sampled_bit,
    output reg  stp_err
);
always @(*) begin
    if(stp_chk_en == 'b1 && sampled_bit == 'b1)
    begin
        stp_err = 'b0;
    end
    else if(stp_chk_en == 'b1 && sampled_bit == 'b0)
    begin
        stp_err = 'b1;
    end
    else
    begin
        stp_err = 'b0;
    end
end
endmodule
```
`design/flow/run.sh`:
```
#!/bin/bash
# OpenROAD 26Q1-2900-gdf79404cd8, Yosys 0.63+post, stock flow scripts
make -C /OpenROAD-flow-scripts/flow DESIGN_CONFIG=/design/flow/config.mk WORK_HOME=/design/flow/orfs finish
```
`design/flow/config.mk`:
```
export PLATFORM = sky130hd
export DESIGN_NAME = uart_rx
export DESIGN_NICKNAME = uart_rx
export VERILOG_FILES = /design/flow/design.v
export SDC_FILE = /design/flow/constraint.sdc
export NUM_CORES = 4
export LEC_CHECK = 1
export CORE_UTILIZATION = 40
```
`design/flow/constraint.sdc`:
```
current_design uart_rx

set clk_period 4.1
set clk_io_pct 0.2

create_clock -name clk0 -period $clk_period [get_ports {clk}]

set non_clock_inputs [all_inputs -no_clocks]
set_input_delay [expr $clk_period * $clk_io_pct] -clock clk0 $non_clock_inputs
set_output_delay [expr $clk_period * $clk_io_pct] -clock clk0 [all_outputs]
```
==> flow_summary.toml <==
# generated from flow reports
[run_status]
outcome = "complete, no violations"

[synthesis]
ys_chip_area_sq_um = 1840
ys_cells = 178
most_common_cell = "dfrtp_1"
yosysWarnings = 7
numSynthFlops = 35
yosys.area.top_type_share_pct = 38.1
synthTopCellsByCount = "dfrtp_1 (28), nor2_1 (19)"
top_cells_by_area = "dfrtp_1 (38%), ha_1 (6.8%), mux2_2 (4.9%), dlxtn_1 (4.9%), xnor2_1 (4.8%)"
ff_type = "dfrtp_1"
largest_area_cell = "dfrtp_1"
synthCells = 178
ys_types = 43
ys_async_sr_fraction_pct = 82.9
edf_count = 0
syn_area_sq_um = 1840
avgSynthCellArea_sq_um = 10.3

[routing]
first_iter_violations = 74
drc = 0
wire_per_inst_um = 13.0
insertedDiodeCount = 0
routed_wl_um = 3170
vias_per_cell = 5.22
ant_nets = 0
firstDrtPassIters = 4
vias = 1274

[clock_tree]
numCtsBuffers = 5
clockRootBuffer = "clkbuf_8"
cts-hold-fix-buffers = 0
cts.path.max_buffers = 2
post-cts-setup-buffers = 0
cts_tree = "built"
htreeDepth = 2
cts_resized = 0
clk_pin_slew_ns = 0.06
clock.latency.late_pin_ns = 0.27

[final_timing]
relSlewSlack_pct = 60.3
finalSetupTns_ns = 0
untimed_endpoints = 12
unclocked_pins = 6
setup_viol = 0
final-hold-violation-count = 0
tightest_slew_ns = 0.590
max_freq_mhz = 507
fin_crit_sh_pct = 48.1
finalCriticalPeriod_ns = 1.97
skew_ns = 0.00311
holdWs_ns = 0.560
slew_viol_final = 0
rsz0062_at_grt = "no"

[grt]
grt-ovfl-total = 0
grt_max_degree = 30
first_global_vias = 1275
grt_pass1_wl_um = 5860
grtUsageTotal_pct = 14.9
antenna_found_initial = 0

[floorplan]
fp.dieH_um = 69.8
fp.dieW_um = 69.8
rows = 24
die_area_sq_um = 4870
core_util_floorplan_pct = 41.9
pin_count = 14
core_sq_um = 4380

[placed_design]
port_buffers = 13
dpl_cell_area_sq_um = 2010
dpl.hpwl_um = 2260
gp_congestion = 0.875

[setup_path]
worstPathMaxFanout = 4
worstSetupPathType = "flip-flop to output pin"
crit_slowest_cell = "clkdlybuf4s50_1"
required_ns = 3.28
start_kind = "flip-flop"
ff2ff_setup_slack_ns = 2.24
critPathTopFamily = "buffers and inverters"
critical_path_buf_inv_count = 1
worst_path_largest_cell_delay_ns = 0.48
endpoint_kind = "output pin"
arrival_ns = 1.15
cp_cell_sequence = "clkdlybuf4s50_1"

[finish]
fillCellCount = 395
drive_gt1_share_pct = 12.5
postLayoutCellArea_sq_um = 2090
syn_to_final_growth_pct = 14.0
reg_top3 = "DES.P_DATA: 8 flops, EDG.counter: 8 flops"

[pwr]
vdd_ir_drop_max_mv = 0.129
p_leak_uw = 0.000926
p_per_area_nw_per_um2 = 261

[job]
drv_cap = 0
warnings = 29

[hold_path]
hp-class = "flip-flop to flip-flop"
## routing by layer
layer / GRT usage (%) / wire [um] / vias to the layer above / share of wire (%)
met5: 0 / 0 / - / 0
met4: 2.00 / 54 / 0 / 1.7
met1: 22.3 / 1540 / 602 / 49
met2: 23.5 / 1450 / 26 / 46
met3: 3.24 / 124 / 5 / 3.9
li1: - / - / 641 / -
## where the power goes
part / total, uW / internal (uW) / switching (uW)
Combinational: 24.2 / 10.5 / 13.7
Clock: 231 / 133 / 98.4
Sequential: 291 / 289 / 1.46
## cell families (layout without fill, tap and decap cells)
group | count (synthesis) | in the layout | synth area share (%)
mux | 10 | 10 | 5.99
latches | 6 | 6 | 4.90
flops | 29 | 29 | 39.6
compound gates | 23 | 23 | 9.26
xor+xnor | 21 | 21 | 10.8
buf+inv | 15 | 29 | 3.40
fa+ha+maj | 10 | 10 | 6.81
simple gates | 64 | 64 | 19.3
## per-stage QoR
stage          setup slack (ns)  power [uW]  utilization [%]  std cells
2_1_floorplan              2.39         308                -        178
6_report                   2.13         546             47.8        244
4_1_cts                    2.10         556             47.8        244
3_5_place_dp               2.13         320             45.8        237
3_3_place_gp               2.19         320             45.8        237
5_1_grt                    2.07         573             47.8        244
## layout make-up
cell class	instances	area (sq um)	area share [%]
inverter	8	30.0	1.43
tap	52	65.1	3.11
sequential	35	817	39.0
timing repair buffer	14	138	6.57
clock buffer	7	86.3	4.12
multi-input combinational	128	958	45.8
## worst paths after layout
check | from | end | cells after the start
hold / removal | SAM.ones_counter[1] | SAM.ones_counter[1] | 2
min in group asynchronous | rst | DES.P_DATA[1] | 2
setup reg to reg | FSM.current[2] | SAM.zero_counter[2] | 6
max in group asynchronous | rst | FSM.current[0] | 2
hold reg to reg | SAM.ones_counter[1] | SAM.ones_counter[1] | 2
setup / recovery | DES.P_DATA[1] | P_DATA[1] | 1
## layout by cell type, fill, tap and decap left out, drive strengths merged, types with 3 or more instances in the layout
master,n
dfrtp,28
nor2,21
clkdlybuf4s50,13
nand2,11
xor2,10
xnor2,10
ha,10
nand3,9
inv,8
mux2,8
clkbuf,7
dlxtn,6
o21ai,6
a21oi,4
nor2b,3
nand3b,3
nor3b,3
o211ai,3
and3,3
Power figures rest on the tool's default switching activity, not on a simulated workload.
